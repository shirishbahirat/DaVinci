<file path="design/flow/config.mk">
export PLATFORM = sky130hd
export DESIGN_NAME = Regfile
export DESIGN_NICKNAME = Regfile
export VERILOG_FILES = /design/flow/design.v
export SDC_FILE = /design/flow/constraint.sdc
export NUM_CORES = 4
export LEC_CHECK = 1
export CORE_UTILIZATION = 30
</file>
<file path="design/flow/constraint.sdc">
current_design Regfile

set clk_period 6.6
set clk_io_pct 0.2

create_clock -name clk0 -period $clk_period

set non_clock_inputs [all_inputs -no_clocks]
set_input_delay [expr $clk_period * $clk_io_pct] -clock clk0 $non_clock_inputs
set_output_delay [expr $clk_period * $clk_io_pct] -clock clk0 [all_outputs]
</file>
<file path="design/flow/design.v">
module Regfile(
	input _Reset,
	input State,  
	input[4:0] address_1,  
	input[4:0] address_2,
	input[31:0] data_w,  
	output[31:0] data_1,  
	output[31:0] data_2
);
	reg[31:0] register[31:0];
	reg[31:0] data_1,data_2;
	initial
		begin
			register[0]=0;
		end
	initial
		begin
			register[1]=32'b00000000001000001110010010110011;
			register[2]=32'b00000000000100010000000110110011;
			register[7]=32'b00000000001010111101101010111111;
			register[12]=32'b00000000000000000111111010101011;
		end
	always @(*)
	begin
		if(State===1)
			data_1=register[address_1];
			data_2=register[address_2];
	end
	always @(*)
	begin
		if(State===0&&address_1!=0)
			register[address_1]=data_w;
	end
endmodule
</file>
<file path="design/flow/run.sh">
#!/bin/bash
# OpenROAD 26Q1-2900-gdf79404cd8, Yosys 0.63+post, stock flow scripts
make -C /OpenROAD-flow-scripts/flow DESIGN_CONFIG=/design/flow/config.mk WORK_HOME=/design/flow/orfs finish
</file>
==> impl_metrics.csv <==
group,metric,value,unit
timing,final_min_period_over_clock_period,93.5,%
run,stage_log_warnings,33,
synthesis,synth.yosys.num_cells,3204,
worst_setup_path,critPathTopFamily,"buffers and inverters",
synthesis,postSynthAreaPerCell,9.20,sq um
synthesis,top_area_cell,"sky130_fd_sc_hd__dlxtn_1",
worst_setup_path,worstPathRequired,5.28,ns
worst_setup_path,timing.critical_path.fanout_max,30,
timing,fin_setup_tns,0,ns
timing,tightest_slew,1.11,ns
placed_design,gp_routability_congestion,1.07,
timing,unclocked_pins,1056,
synthesis,ys_async_sr_fraction,0,%
worst_setup_path,worst_setup_path_end_kind,"output port",
global_route,globalRouteOverflowTotal,0,
detailed_routing,drt_pass1_iterations,19,
global_route,grt_pass1_vias,30300,
placed_design,dp_hpwl,105000,um
synthesis,yosys-stat-area,29500,sq um
placed_design,dp_slack,0.615,ns
timing,slew-limit-headroom,25.7,%
die,floorplanUtilization,30.4,%
die,rows,114,
final_layout,drive_above_1_share,9.47,%
worst_setup_path,worst_path_arrival_time,4.85,ns
synthesis,syn_area,29500,sq um
timing,untimed_endpoints,1088,
power_and_ir_drop,powerDensity,49.5,nW/um^2
synthesis,postSynthRegisterBits,1056,
power_and_ir_drop,leakage,0.0145,uW
power_and_ir_drop,power,1650,uW
power_and_ir_drop,p_sw,828,uW
global_route,antenna_found_initial,15,
timing,min_period,6.17,ns
worst_setup_path,slowest_stage,"sky130_fd_sc_hd__clkdlybuf4s50_1",
final_layout,layout.cells.most_common,"sky130_fd_sc_hd__dlxtn_1",
run,max_cap_violations,0,
clock_network,cts.repair.resized,0,
worst_setup_path,critical_path.max_stage_delay,0.62,ns
timing,final_critical_path_setup_slack,0.427,ns
synthesis,top_cells_by_area,"sky130_fd_sc_hd__dlxtn_1 (52%), sky130_fd_sc_hd__a22oi_1 (19%), sky130_fd_sc_hd__nand2_1 (3.4%)",
detailed_routing,via_per_inst,6.84,
power_and_ir_drop,cell_internal_pwr,821,uW
power_and_ir_drop,worst_ir_drop_vdd,0.0000225,V
detailed_routing,final_antenna_net_count,0,
global_route,grt_use_total,35.3,%
die,design.portCount,108,
clock_network,cts.repair_timing.setup_buffer_count,0,
synthesis,postSynthCellCount,3204,
detailed_routing,route.detailed.wl_per_inst,37.9,um
detailed_routing,number_of_remaining_drc_errors,0,
final_layout,areaGrowthSynthToFinish,13.1,%
synthesis,yosys.area.top_type_share,52.3,%
clock_network,holdBufCountCts,0,
die,dieHeight,315,um
final_layout,most-common-layout-cells,"sky130_fd_sc_hd__dlxtn_1 (1,024), sky130_fd_sc_hd__a22oi_1 (738), sky130_fd_sc_hd__nand2_1 (236)",
timing,max_freq,162,MHz
synthesis,number_of_enable_flip_flop_cells,0,
synthesis,count_of_cell_types_in_the_netlist,69,
global_route,largest_net_degree_at_the_start_of_global_routing,43,
outcome,run_status,"finished, final reports clean",
timing,report.final.hold_viol_count,0,
worst_setup_path,critical_path.startpoint_type,"input port",
worst_setup_path,path_buffers,4,
worst_setup_path,crit_chain,"clkdlybuf4s50_1, buf_4, nand2_1, nor3_2, buf_12, a22oi_1, nand4_1, nor2_1, a21oi_1, clkdlybuf4s50_1",
synthesis,synth-main-ff-cell,"sky130_fd_sc_hd__dlxtn_1",
detailed_routing,postRouteWirelength,175000,um
power_and_ir_drop,switching_share,50.2,%
detailed_routing,drt_first_iter_violations,4532,
placed_design,io_buffer_count,107,
worst_setup_path,category_of_the_critical_setup_timing_path,"in2out",
timing,final-max-slew-violation-count,0,
synthesis,ys.warnings.count,2,
die,die.size.x,315,um
global_route,grt_pass1_wl,237000,um
detailed_routing,vias,31500,
die,floorplan.die_area,99500,sq um
timing,grt_setup_unrepaired,"no",
min_path,hold_path.class,"in2out",
timing,finalSetupViolCount,0,
worst_setup_path,critPathMostFrequentCell,"sky130_fd_sc_hd__clkdlybuf4s50_1",
die,fp.coreArea,97000,sq um
## synthesized netlist by cell type (7+ instances only)
cell,n
sky130_fd_sc_hd__inv_1,7
sky130_fd_sc_hd__buf_2,135
sky130_fd_sc_hd__nand2b_1,12
sky130_fd_sc_hd__and2_1,7
sky130_fd_sc_hd__nor4_1,38
sky130_fd_sc_hd__a21oi_1,88
sky130_fd_sc_hd__dlxtn_1,1024
sky130_fd_sc_hd__nand2_1,269
sky130_fd_sc_hd__nor2b_1,14
sky130_fd_sc_hd__nand3_1,32
sky130_fd_sc_hd__a221oi_1,24
sky130_fd_sc_hd__and4_1,15
sky130_fd_sc_hd__buf_4,29
sky130_fd_sc_hd__and3_1,14
sky130_fd_sc_hd__a22o_1,44
sky130_fd_sc_hd__nand4_1,75
sky130_fd_sc_hd__dlxtp_1,32
sky130_fd_sc_hd__a22oi_1,738
sky130_fd_sc_hd__a32oi_1,11
sky130_fd_sc_hd__a31oi_1,29
sky130_fd_sc_hd__nor2_1,151
sky130_fd_sc_hd__nor2_2,18
sky130_fd_sc_hd__nor3_1,62
sky130_fd_sc_hd__o21ai_0,42
sky130_fd_sc_hd__a222oi_1,13
sky130_fd_sc_hd__clkbuf_1,57
sky130_fd_sc_hd__mux2i_1,92
sky130_fd_sc_hd__o22ai_1,29
## sequential cells by signal, indices dropped and copies added (netlist names)
name,flops
register,1024
data_1,32
## cell type report
class	instances	area, sq um
Sequential cell	1056	15900
Inverter	7	26.3
Multi-Input combinational cell	1944	13000
Timing Repair Buffer	309	2860
Fill cell	9879	63700
Tap cell	1276	1600
Antenna cell	14	35.0
## path summary, 6_finish.rpt
| path | startpoint | end | slack, ns | cells after the start |
|---|---|---|---|---|
| setup / recovery | address_2[1] | data_2[21] | 0.43 | 10 |
| hold / removal | address_2[2] | data_2[27] | 4.24 | 5 |
## through the flow
stage	cell area [sq um]	instances	hold WS [ns]	utilization, %
finish	33300	4606	4.24	34.4
global placement	33300	4592	4.19	34.3
floorplan	29600	3235	3.10	-
CTS	33300	4592	4.23	34.3
global route	33300	4593	4.28	34.3
detailed placement	33300	4592	4.22	34.3
## per-layer routing
layer | part of all wire [%] | global-route usage (%) | up-vias
met5 | 0.37 | 3.17 | -
li1 | - | - | 12300
met3 | 20 | 26.0 | 1140
met4 | 9.0 | 21.4 | 32
met1 | 33 | 40.8 | 14500
met2 | 38 | 46.2 | 3443
## cells by family (layout without fill, tap and decap cells)
group | count (synthesis) | in the layout | synth area share, %
AND-OR/OR-AND | 1069 | 1069 | 26.5
buffers and inverters | 235 | 316 | 4.01
latches | 1056 | 1056 | 53.9
multiplexers | 95 | 95 | 3.28
other | 1 | 46 | 0.0127
AND/OR/NAND/NOR | 748 | 748 | 12.4
## worst min-delay path, stage by stage
cell and delay, ns:
sky130_fd_sc_hd__clkdlybuf4s50_1 0.48, sky130_fd_sc_hd__buf_4 0.28, sky130_fd_sc_hd__a211oi_1 0.29, sky130_fd_sc_hd__a21oi_1 0.13, sky130_fd_sc_hd__clkdlybuf4s50_1 0.40
Power is estimated from default activity; no workload was simulated.
